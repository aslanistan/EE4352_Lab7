==> design.v <==
module fsm(clk, rst, inp, outp); 
input clk,rst,inp;
output reg outp;
localparam S0 = 3'b000;
localparam S1 = 3'b001;
localparam S2 = 3'b010;
localparam S3 = 3'b011;
localparam S4 = 3'b100;
reg [2:0] state;
always @(posedge clk, posedge rst)
begin
    if(rst)
        state <= S0;
    else
    begin
    case (state)
    S0:
        begin
            if(inp) state <= S1;
            else state <= S0;
        end
    S1:
        begin
            if(inp) state <= S1;
            else state <= S2;
        end
    S2:
        begin
            if(inp) state <= S3;
            else state <= S0;
        end
    S3:
        begin
            if(inp) state <= S4;
            else state <= S2;
        end
    S4:
        begin
            if(inp) state <= S1;
            else state <= S2;
        end
    endcase
    end
end
always @(posedge clk, posedge rst)
begin
    if (rst) 
    outp <= 0;
    else if(state==S4)
    outp <=1;
    else 
    outp <=0;
end
endmodule
==> run.sh <==
#!/bin/bash
# OpenROAD 26Q1-2900-gdf79404cd8, Yosys 0.63+post, stock flow scripts
make -C /OpenROAD-flow-scripts/flow DESIGN_CONFIG=/design/flow/config.mk WORK_HOME=/design/flow/orfs finish
==> config.mk <==
export PLATFORM = sky130hd
export DESIGN_NAME = fsm
export DESIGN_NICKNAME = fsm
export VERILOG_FILES = /design/flow/design.v
export SDC_FILE = /design/flow/constraint.sdc
export NUM_CORES = 4
export LEC_CHECK = 1
export CORE_AREA = 10 10 70 70
export DIE_AREA = 0 0 80 80
==> constraint.sdc <==
current_design fsm

set clk_period 1.5
set clk_io_pct 0.2

create_clock -name clk0 -period $clk_period [get_ports {clk}]

set non_clock_inputs [all_inputs -no_clocks]
set_input_delay [expr $clk_period * $clk_io_pct] -clock clk0 $non_clock_inputs
set_output_delay [expr $clk_period * $clk_io_pct] -clock clk0 [all_outputs]
==> summary.txt <==
run metrics: GR Layer Usage met1 under 10%, ranking of synthesized cells by area dfrtp_1, dfstp_2, and2_1, nor2_1, o31a_1, Syn. warnings 1, total power 0.365 mW, Slew Limit Fails 0, Ports 4, Finished Layout Cells approximately 67, Yosys Instances 14, TritonCTS clock tree yes, CTS Buffer Depth 2, Post-Synthesis Cell Area 193 µm², Reg clk slew, reported paths ~0.05 ns, cts repair resizes 0, Core Rows 21, r2r endpoint state[3]$_DFF_PP0_, Global Route met2 Usage under 10%, slowest stage cell, crit path clkdlybuf4s50_1, async set or reset register ratio after synthesis ~100%, Startpoint Class flip-flop, fin crit period roughly 1.3 ns, grt ovf 0, Routed wire per std cell roughly 5.3 µm, most common cell in the netlist dfrtp_1, root buffer cell clkbuf_4, gpl congestion between 0.6 and 0.7, maximum clock rate roughly 0.76 GHz, worst slew pin tran 0.214 ns, placed instance count between 60 and 70, RSZ-0062 raised after global routing no, Slew headroom between 80% and 90%, GR Util All Layers approximately 1.5%, ys flop type dfrtp_1, Final Routed Wirelength ~360 µm, Pwr Density ~1200 nW/µm², Worst path depth 1, largest net degree at the start of global routing 7, CP Max Fanout 1, tool warning count 25, ANT nets after route 0, Crit. End Element primary output, sequential share of the synthesized area around four fifths, Post CTS Setup Buffer Count 0, post-synthesis cell type count 7, diodes inserted 0, final hold violation count 0, Max Cap Viol 0, ys flops 6, Peak supply drop ~0.00020 V, DP Worst Slack 0.433 ns, CP delay by family, top buffers and inverters, final worst-path cycle share between 80 and 90%, initial antenna violation count 0, worst skew pair latency 0.25 ns, Hold Buf Count CTS 0, Cell Chain, Critical Path clkdlybuf4s50_1, Initial Util between 5 and 6%, IO buf count 3, final setup violation count 0, Hold Path Class input port to async pin, Synth-to-Final Area Change 59.1%, share of layout cells above drive strength 1 about a fifth, yosys stat chip area about 190 µm², first-pass GRT wire length around 670 µm, clock skew 0.0118 ns, CTS sink count 6, reg2reg setup slack a little over 0.7 ns, Crit Path Category flip-flop to primary output, Setup TNS 0 ns, Core Box Area about 3400 µm², Die H ~80 µm, Leak Pwr between 0.1 and 0.15 nW, initial DRC count 9, met3 Use GR 2.50%, crit path DRT 1.20 ns, top post-synthesis cells by count dfrtp_1, nor2_1, and2_1, origin of the critical flop-to-flop path state[1]$_DFF_PP0_, Max-area cell share 64.9%, Mapped Avg Cell Area 13.8 µm², FF-to-FF path depth 1, outcome complete, no violations, slowest stage delay, CP ~0.45 ns, Via-to-Cell Ratio 1.97, routed via count between 100 and 150, gr busiest metal met3, TritonCTS buffer count 3, H-tree level count 1, Die Size between 6000 and 7000 µm², Min Hold Slack around 0.25 ns, TritonRoute pass-1 iters 4, vias in the first global route between 100 and 150, Syn Inst Count 14, Chip Width around 80 µm, count of library flops with an enable pin 0, drt drc 0, Yosys top cell by area dfrtp_1, WP buf/inv 1, fin worst setup slack 0.180 ns, crit path DAT 1.02 ns
## power by group
part,internal [mW],switching (mW),total (mW),leakage (nW)
logic,0.0126,0.0103,0.0230,0.0310
clock network,0.101,0.0609,0.162,0.0150
registers,0.175,0.00547,0.181,0.0793
total,0.289,0.0767,0.365,0.125
## flip-flops by register name (all words and copies together), names as in the netlist
signal  flops
state       5
outp        1
## kinds of logic (layout without fill, tap and decap cells)
group | Yosys count | in the layout | synth area share, %
AND-OR/OR-AND | 1 | 1 | 4.55
buffers and inverters | 1 | 8 | 1.95
flip-flops | 6 | 6 | 78.6
AND/OR/NAND/NOR | 6 | 6 | 14.9
## routing by layer
metal	vias to the layer above	share of wire, %
li1	59	-
met1	61	44
met2	7	28
met3	5	24
met4	0	3.6
met5	-	0
## cell type report
class / instances / area, µm²
Sequential cell: 6 / 151
Multi-Input combinational cell: 7 / 37.5
Tap cell: 46 / 57.6
Fill cell: 398 / 3110
Clock buffer: 4 / 26.3
Timing Repair Buffer: 3 / 30.0
Inverter: 1 / 3.75
## cell usage in the layout, fill, tap and decap left out
cell type        netlist  layout
and2_1                 2       2
o31a_1                 1       1
nor3_1                 1       1
inv_1                  1       1
dfstp_2                1       1
clkbuf_4               0       3
clkbuf_1               0       1
nor2_1                 3       3
clkdlybuf4s50_1        0       3
dfrtp_1                5       5
## how the worst max path moves through the flow
| stage | startpoint | to | slack (ns) |
|---|---|---|---|
| after global routing | outp$_DFF_PP0_ | outp | 0.14 |
| after CTS | outp$_DFF_PP0_ | outp | 0.16 |
| final | outp$_DFF_PP0_ | outp | 0.18 |
## per-stage QoR
step                util, %  area, µm²
floorplan                 -        193
detailed placement     8.21        280
finish                 8.97        307
global route           8.97        307
CTS                    8.97        307
global placement       8.21        280
Power is estimated from default activity; no workload was simulated.
