$ cat flow/design.v
module fsm_moore(clk,rst,inp,outp);
input inp; 
input clk,rst; 
output reg outp;  
reg [2:0] state;
always @(posedge clk, posedge rst) 
begin
 if(rst)
  state <= 3'b000; 
  else
  begin
      case (state)
      3'b000:
        begin
            if(inp) state <= 3'b001;
            else state <= 3'b000;
        end
       3'b001:
        begin
            if(inp) state <= 3'b001;
            else state <= 3'b010;
        end       
       3'b010:
        begin
            if(inp) state <= 3'b011;
            else state <= 3'b000;
        end  
       3'b011:
        begin
            if(inp) state <= 3'b100;
            else state <= 3'b010;
        end  
       3'b100:
        begin
            if(inp) state <= 3'b001;
            else state <= 3'b010;
        end
      endcase 
  end
end
always @(posedge clk, posedge rst)
begin
    if(rst)
    outp <=0;
    else if (state == 3'b100)
    outp <= 1;
    else
    outp <=0;
end
endmodule 
$ cat flow/run.sh
#!/bin/bash
# OpenROAD 26Q1-2900-gdf79404cd8, Yosys 0.63+post, stock flow scripts
make -C /OpenROAD-flow-scripts/flow DESIGN_CONFIG=/design/flow/config.mk WORK_HOME=/design/flow/orfs finish
$ cat flow/config.mk
export PLATFORM = sky130hd
export DESIGN_NAME = fsm_moore
export DESIGN_NICKNAME = fsm_moore
export VERILOG_FILES = /design/flow/design.v
export SDC_FILE = /design/flow/constraint.sdc
export NUM_CORES = 4
export LEC_CHECK = 1
export CORE_AREA = 10 10 70 70
export DIE_AREA = 0 0 80 80
$ cat flow/constraint.sdc
current_design fsm_moore

set clk_period 1.2
set clk_io_pct 0.2

create_clock -name clk0 -period $clk_period [get_ports {clk}]

set non_clock_inputs [all_inputs -no_clocks]
set_input_delay [expr $clk_period * $clk_io_pct] -clock clk0 $non_clock_inputs
set_output_delay [expr $clk_period * $clk_io_pct] -clock clk0 [all_outputs]
==> out/metrics.csv <==
metric,value,unit
status,finished clean,
critPathKind,reg2out,
synth.distinct_cells,7,
postSynthSeqShare,78.6,%
p_int,0.360,mW
leakage,0.130,nW
reg2reg_to,state[3],
drt_iter0_markers,9,
drtPass1Iterations,4,
cts_max_level,1,
cts_buffers,3,
rrSetupSlack,0.42,ns
critPathMaxFanout,1,
arrival,0.83,ns
ys_ff,6,
finalMaxSlewViolations,0,
p_sw,0.0958,mW
syn_area,193,µm²
ys_sh_simple,14.9,%
cts_hold_buf,0,
max_freq,934,MHz
ir_worst_vdd,0.000245,V
clk_pin_slew_worst_paths,0.05,ns
die_h,80,µm
worst-path-stages,1,
first_global_vias,138,
start_kind,flop,
grt_usage,1.49,%
finalSetupTns,0,ns
die_x,80,µm
grt_pass1_wl,669,µm
post-route-min-period,1.07,ns
diodes,0,
max_cap_viol_count,0,
pwr_density_cell,1490,nW/µm²
insertion_delay,0.25,ns
gp_congestion,0.678,
mux_share,0,%
skew,0.0118,ns
r2r-start,state[1],
finalHoldViolCount,0,
power_frac_clock,44.3,%
core_region_area,3420,µm²
seqPwrFrac,49.5,%
fp_util,5.64,%
fill_cells,399,
period_used_share,89.2,%
vias,132,
grt_max_degree,7,
syn_inst,14,
cts_root_buf,clkbuf_4,
worstSetupEndpointType,output port,
relSlewSlack,85.7,%
rows,21,
io_buffer_count,3,
crit_path_end,outp,
ios,4,
route.detailed.drc,0,
hold_class,in2async,
p_sw_share,21.0,%
cpPeakStageDelay,0.35,ns
path_delay_family,flip-flops,
path_buffers,1,
overflow,0,
xor_share,0,%
via_per_inst,1.97,
drive_above_1_share,19.0,%
worst-slew-pin-transition,0.214,ns
logic_family,simple AND/OR/NAND/NOR gates,
ys_area,193,µm²
warning_count,25,
die-area,6400,µm²
r2r_cells,1,
area_growth_syn_to_layout,58.4,%
path_cells,dlygate4sd2_1,
finalSetupViolations,0,
drtAntennaViolNets,0,
rsz0062_at_grt,no,
required,0.96,ns
ys_sh_adder,0,%
crit_start,outp,
cts_tree,built,
final_util,8.94,%
wl_per_cell,5.33,µm
syn_area_per_cell,13.8,µm²
ys_cells,14,
antenna_found_initial,0,
clock_path_buffers,2,
synthAoiAreaFrac,4.55,%
clock_sinks,6,
cp_slowest_cell,dfrtp_1,
yosysWarnings,1,
drt-total-wl,357,µm
power_frac_comb,6.2,%
==> worst min-delay path by stage <==
stage / startpoint / to / cells past startpoint
finish: rst / outp / 2
global route: rst / state[1] / 2
CTS: rst / outp / 2
==> flip-flops by register name (all words and copies together) (netlist names) <==
name   count
outp       1
state      5
==> metrics by stage <==
step | total power [mW] | cell area, µm² | worst slack, ns | instances | hold WS (ns)
floorplan | 0.243 | 193 | 0.448 | 14 | 0.0302
global placement | 0.255 | 280 | 0.199 | 63 | 0.396
detailed placement | 0.258 | 280 | 0.193 | 63 | 0.407
CTS | 0.465 | 305 | 0.115 | 67 | 0.196
global route | 0.497 | 305 | 0.0897 | 67 | 0.199
finish | 0.456 | 305 | 0.129 | 67 | 0.192
==> area by class of cell <==
class                           instances  area (µm²)  share of cell area, %
Sequential cell                         6         151                   49.6
Tap cell                               46        57.6                   18.9
Multi-Input combinational cell          7        37.5                   12.3
Timing Repair Buffer                    3        28.8                   9.43
Clock buffer                            4        26.3                   8.61
Inverter                                1        3.75                   1.23
==> routing by layer <==
metal,vias up,global-route usage [%],share of wire [%]
li1,59,-,-
met1,61,1.34,44
met2,7,1.52,28
met3,5,2.50,24
met4,0,0.528,3.6
met5,-,0,0
==> layout by cell type (no fill, tap or decap) <==
cell type        instances
and2_1                   2
clkbuf_1                 1
clkbuf_4                 3
clkdlybuf4s50_1          2
dfrtp_1                  5
dfstp_2                  1
dlygate4sd2_1            1
inv_1                    1
nor2_1                   3
nor3_1                   1
o31a_1                   1
==> power by group through the flow <==
stage / logic (mW) / clock network, mW / registers [mW]
6_report: 0.0281 / 0.202 / 0.226
5_1_grt: 0.0317 / 0.238 / 0.228
4_1_cts: 0.0287 / 0.210 / 0.226
==> logic make-up after synthesis <==
kind of cell           Yosys count
AND-OR/OR-AND                    1
AND/OR/NAND/NOR                  6
flip-flops                       6
buffers and inverters            1
==> cells in the mapped netlist (all sizes together) <==
library cell,n,area (µm²)
nor3,1,5.00
nor2,3,11.3
and2,2,12.5
o31a,1,8.76
inv,1,3.75
dfrtp,5,125
dfstp,1,26.3
==> repair_timing <==
action / in CTS / in global routing
endpoints found under the hold margin: 0 / 0
setup endpoints to repair: 1 / 0
buffers inserted: 0 / 0
resized: 1 / 0
Power and IR drop assume default switching activity.
