==> design.v <==
module fsm_mealy(clk,rst,inp,outp);
input inp; 
input clk,rst; 
output reg outp;  
reg [1:0] state;
always @(posedge clk, posedge rst) 
begin
 if(rst)
 begin
  state <= 2'b00; 
  outp <= 0;
 end
  else
  begin
      case (state)
      2'b00:
      begin
          if(inp)
           begin
            state <= 2'b01; 
            outp <= 0;
            end
          else
            begin
            state <= 2'b00; 
            outp <= 0;
            end        
      end
      2'b01:
      begin
          if(inp)
           begin
            state <= 2'b01; 
            outp <= 0;
            end
          else
            begin
            state <= 2'b10; 
            outp <= 0;
            end        
      end
      2'b10:
      begin
          if(inp)
           begin
            state <= 2'b11; 
            outp <= 0;
            end
          else
            begin
            state <= 2'b00; 
            outp <= 0;
            end        
      end
      2'b11:
      begin
          if(inp)
           begin
            state <= 2'b01; 
            outp <= 1;
            end
          else
            begin
            state <= 2'b10; 
            outp <= 0;
            end        
      end
      endcase 
  end
end
endmodule 
==> run.sh <==
#!/bin/bash
# OpenROAD 26Q1-2900-gdf79404cd8, Yosys 0.63+post, stock flow scripts
make -C /OpenROAD-flow-scripts/flow DESIGN_CONFIG=/design/flow/config.mk WORK_HOME=/design/flow/orfs finish
==> config.mk <==
export PLATFORM = sky130hd
export DESIGN_NAME = fsm_mealy
export DESIGN_NICKNAME = fsm_mealy
export VERILOG_FILES = /design/flow/design.v
export SDC_FILE = /design/flow/constraint.sdc
export NUM_CORES = 4
export LEC_CHECK = 1
export CORE_AREA = 10 10 70 70
export DIE_AREA = 0 0 80 80
==> constraint.sdc <==
current_design fsm_mealy

set clk_period 1.2
set clk_io_pct 0.2

create_clock -name clk0 -period $clk_period [get_ports {clk}]

set non_clock_inputs [all_inputs -no_clocks]
set_input_delay [expr $clk_period * $clk_io_pct] -clock clk0 $non_clock_inputs
set_output_delay [expr $clk_period * $clk_io_pct] -clock clk0 [all_outputs]
==> flow_summary.toml <==
# yosys + openroad results
[global_route]
grt_pass1_wl_um = 510
grt.total_usage_pct = 1.02
antenna_found_initial = 0
grt_max_degree = 6
grt.overflow.total = 0
grt_pass1_vias = 121

[clock_network]
tritoncts = "yes"
clk_path_buf_depth = 2
cts_setup_buffers = 0
cts_root_buf = "clkbuf_4"
clk_pin_slew_ps = 50
cts_max_level = 1
cts_buffers = 3
clkLatencyLatePin_ps = 250
cts.sinks = 5

[logic_synthesis]
numSynthFlops = 5
syn_inst = 11
synth_warnings = 1
syn_area_um2 = 173
synth_chip_area_um2 = 173
syn_avg_cell_area_um2 = 15.7
postSynthSeqShare_pct = 73.2
ys_cells = 11
synth.distinct_cells = 7

[detailed_routing]
drc = 0
antenna_cells = 0
via_per_inst = 1.66
antenna_left = 0
routed_wl_um = 298
wire_per_inst_um = 4.66
first_iter_violations = 2
via_count = 106
drtPass1Iterations = 2

[timing]
max_freq_mhz = 939
setup_viol = 0
drv_slew = 0
final_hold_viol_count = 0
layout_min_cycle_time_ps = 1060
tns_ps = 0
maxSlewHeadroom_pct = 87.6
tightest_slew_ps = 186
rsz0062_at_grt = "false"
skew_ps = 4.93
finalCritPeriodShare_pct = 88.7

[placed_design]
io_buffers = 3
dp.final_hpwl_um = 203
gp_congestion = 0.717

[worst_hold_path]
hold_class = "in -> async"

[floorplan]
pin_count = 4
fp_util_pct = 5.05
die_w_um = 80
dieArea_um2 = 6400
rows = 21
core_um2 = 3420
chipHeight_um = 80

[job]
tool_warnings = 25
maxCapViolations = 0

[worst_setup_path]
cp.arrival_ps = 820
worst-path-buf-inv = 1
cp_slowest_stage_delay_ps = 350
crit_family = "flip-flops"
cp_max_fo = 1
cp-start-kind = "register"
cp_slowest_cell = "dfrtp_1"
crit_path_end_kind = "primary output"
crit_required_ps = 960
path_class = "reg -> out"
path_cells = "dlygate4sd2_1"

[layout]
syn_to_final_growth_pct = 65.9
postLayoutCoreUtil_pct = 8.39
drive_above_1_share_pct = 44.4

[pwr]
design_power_total_w = 0.000379
ir_worst_vdd_uv = 231
power_leakage_nw = 0.120
p_per_area_nw_per_um2 = 1320

[status]
status = "completed"
==> per-stage QoR <==
step	std cells	worst slack, ps	hold slack, ps	instance area [µm²]
2_1_floorplan	11	438	17.8	173
3_3_place_gp	60	138	450	260
3_5_place_dp	60	132	462	260
4_1_cts	64	123	189	287
5_1_grt	64	110	199	287
6_report	64	135	195	287
==> synthesized netlist by cell type <==
library cell | number | area share, %
o31a_1 | 1 | 5.1
dfrtp_1 | 4 | 58
and2_1 | 1 | 3.6
and2_2 | 1 | 4.3
o21ba_2 | 2 | 12
dfstp_2 | 1 | 15
inv_1 | 1 | 2.2
==> worst paths after layout <==
check | cells past startpoint | end | startpoint | slack (ps)
hold reg to reg | 1 | state[0]$_DFF_PP1_ | state[1]$_DFF_PP0_ | 490
setup / recovery | 1 | outp | outp$_DFF_PP0_ | 140
hold / removal | 2 | outp$_DFF_PP0_ | rst | 190
max in group asynchronous | 2 | state[0]$_DFF_PP1_ | rst | 770
min in group clk0 | 1 | state[0]$_DFF_PP1_ | state[1]$_DFF_PP0_ | 490
setup reg to reg | 1 | state[2]$_DFF_PP0_ | state[3]$_DFF_PP0_ | 390
==> layout make-up <==
| class | instances | area [µm²] |
|---|---|---|
| clock buffer | 3 | 22.5 |
| clock inverter | 1 | 5.00 |
| fill | 399 | 3130 |
| inverter | 1 | 3.75 |
| multi-input combinational | 5 | 42.5 |
| sequential | 5 | 126 |
| tap | 46 | 57.6 |
| timing repair buffer | 3 | 28.8 |
==> registers in the layout (all words and copies together) (netlist names) <==
signal	cells
state	4
outp	1
==> metal layers <==
metal  up-vias  wire (µm)  GRT usage (%)
li1         49          -              -
met1        51        140           1.21
met2         6         99          0.963
met3         0         57           1.25
met4         0          0          0.528
met5         -          0              0
==> logic make-up (layout without fill, tap and decap cells) <==
group	after synthesis	after routing	synth area share (%)
DFF	5	5	73.2
and+or+nand+nor	2	2	7.97
AOI/OAI and AO/OA	3	3	16.7
buffers and inverters	1	8	2.17
==> report_power, final <==
part	internal (W)	switching, W	total (W)
sequential	0.000169	0	0.000169
combinational	0.00000717	0.00000536	0.0000125
clock	0.000121	0.0000762	0.000197
total	0.000297	0.0000816	0.000379
==> cell usage in the layout, fill, tap and decap left out <==
master,n
dfrtp_1,4
clkbuf_4,3
o21ba_2,2
dlygate4sd2_1,1
clkdlybuf4s50_1,2
dfstp_2,1
and2_2,1
inv_1,1
o31a_1,1
and2_1,1
clkinv_2,1
==> what timing repair did <==
| action | 4_1_cts | 5_1_grt |
|---|---|---|
| resized | 1 | 0 |
| hold buffers | 0 | 0 |
| endpoints found under the setup margin | 1 | 0 |
| hold endpoints to repair | 0 | 0 |
